==> flow/design.v <==
module ghost_writer (
    input wire clk, input wire rst_n,
    output reg [9:0] wr_addr, output reg wr_data, output reg wr_en
);
    reg [9:0] counter;
    always @(posedge clk) begin
        if (!rst_n) begin
            counter <= 0; wr_en <= 0;
        end else begin
            wr_en <= 1; 
            wr_addr <= counter;
            if (counter < 392) wr_data <= 1'b1;
            else wr_data <= 1'b0;
            if (counter == 783) counter <= 0;
            else counter <= counter + 1;
        end
    end
endmodule
==> flow/run.sh <==
#!/bin/bash
# OpenROAD 26Q1-2900-gdf79404cd8, Yosys 0.63+post, stock flow scripts
make -C /OpenROAD-flow-scripts/flow DESIGN_CONFIG=/design/flow/config.mk WORK_HOME=/design/flow/orfs finish
==> flow/config.mk <==
export PLATFORM = sky130hd
export DESIGN_NAME = ghost_writer
export DESIGN_NICKNAME = ghost_writer
export VERILOG_FILES = /design/flow/design.v
export SDC_FILE = /design/flow/constraint.sdc
export NUM_CORES = 4
export LEC_CHECK = 1
export CORE_AREA = 10 10 77 77
export DIE_AREA = 0 0 87 87
==> flow/constraint.sdc <==
current_design ghost_writer

set clk_period 2.0
set clk_io_pct 0.2

create_clock -name clk0 -period $clk_period [get_ports {clk}]

set non_clock_inputs [all_inputs -no_clocks]
set_input_delay [expr $clk_period * $clk_io_pct] -clock clk0 $non_clock_inputs
set_output_delay [expr $clk_period * $clk_io_pct] -clock clk0 [all_outputs]
==> run summary <==
Clock insertion delay at the later pin of the skew report - 250 ps
Vias per Instance - 4.08
Hold Crit Class - flip-flop to flip-flop
IO Port Bufs - 13
Layout Skew - 3.41 ps
DP Area - 1000 um2
Iter 0 DRT Violations - 103
Design Area, Final - 1050 um2
Clk sink count - 22
Post-synthesis register bit count - 22
Slew margin rel. - 77.0%
Placed cells - 128
CP required - 1600 ps
CTS max path bufs - 2
Family with the most delay on the worst path - buffers and inverters
Worst-path maximum fanout - 1
Crit Path Class - flip-flop to output pin
Die H - 87 um
Endpoint type of the worst setup path - output pin
Crit path launch type - flip-flop
Final setup viols - 0
DRT antenna net count - 0
Hold_ws - 488 ps
Max VDD drop - 0.000195 V
Distinct lib cells - 20
Worst-path cell chain - clkdlybuf4s50_1
Max incr delay on CP - 470 ps
First-pass GRT wire length - 2.46 mm
R2r startpoint - counter[0]
WP data arrival - 1050 ps
HPWL after DPL - 1.05 mm
Hold Path Cell Cnt - 1
Num rows - 24
Total Wirelength - 1.39 mm
Fill cells - 444
Final Total Pwr - 0.000804 W
Number of global-route vias before repair - 547
Syn Area/Cell - 12.9 um2
Worst r2r path cells - 4
Post-synth seq share - 69.0%
Max-slew violations - 0
Core area - 4350 um2
Horiz. Die Dim - 87 um
DR pass1 iterations - 4
Cycle use final - 72.5%
Final estimated routing congestion in global placement - 0.716
Fmax - 689 MHz
CTS tree - done
Vias post-DR - 539
Fin cells - 132
All-Layer GR Usage - 3.76%
Status - complete, no violations
CTS buffer count - 3
Worst hold endpoint - counter[0]
Buffer and inverter count on the worst path - 1
R2R setup slack - 580 ps
Post-layout minimum cycle time - 1450 ps
CTS Hold Buffers Added - 0
Remaining Overflow, GRT - 0
Chip Area - 7570 um2
Max-cap violations - 0
Worst-path clk slew - 70 ps
Post_cts resized - 0
H-tree depth - 1
Yosys synthesis chip area - 798 um2
IO Count - 14
Remaining DRCs - 0
Worst-Margin Slew - 345 ps
Cells in synth_stat.txt - 62
RSZ-0062 raised after global routing - no
Pwr dens - 769 nW/um2
Wire per inst - 10.6 um
TNS Setup - 0 ps
Area growth syn-to-layout - 31.0%
Diode count - 0
Initial antenna violation count - 0
Worst Hold Launch - counter[0]
Clock root cell - clkbuf_8
Layout cells sized above 1 - 8.75%
Post-Syn Area - 798 um2
OpenROAD warning count - 25
Init Core Util - 18.3%
Instance count of the mapped netlist - 62
Final Hold Viols - 0
Slowest CP cell - clkdlybuf4s50_1
Leakage power - 0.338 nW
Setup bufs post-CTS - 0
Largest net degree at the start of global routing - 15
Critical R2R Capture - counter[6]
Yosys Warn Count - 1
## final cells by class
type,instances,area [um2],area share (%)
Sequential cell,22,551,52.6
Clock buffer,3,41.3,3.95
Multi-Input combinational cell,37,236,22.6
Clock inverter,1,3.75,0.359
Inverter,3,11.3,1.08
Tap cell,52,65.1,6.22
Timing Repair Buffer,14,138,13.2
## metrics by stage
step           setup slack (ps)  utilization [%]
2_1_floorplan               734                -
3_3_place_gp                585             23.0
3_5_place_dp                577             23.0
4_1_cts                     528             24.0
5_1_grt                     449             24.0
6_report                    550             24.0
## cells in the mapped netlist
library cell	count	area [um2]
o31ai_4	1	21.3
o21ai_0	4	20.0
nand2_1	2	7.51
or3_4	1	11.3
nand3_2	1	10.0
nor4_1	1	6.26
o31ai_1	1	7.51
or3_1	4	25.0
nand3_1	2	10.0
xnor2_1	2	17.5
nor2_1	7	26.3
edfxtp_1	11	330
ha_1	1	12.5
or4_1	1	7.51
nand4_1	2	12.5
inv_1	3	11.3
dfxtp_1	11	220
nand3b_1	1	7.51
a21oi_1	5	25.0
xor2_1	1	8.76
## worst max-delay path by stage
stage / from / to / slack [ps] / cells past startpoint
CTS: wr_addr[0] / wr_addr[0] / 530 / 1
global route: counter[0] / counter[8] / 450 / 4
finish: wr_addr[0] / wr_addr[0] / 550 / 1
## cells in the final DEF, fill, tap and decap left out, drive strengths merged
master         count
clkdlybuf4s50     13
ha                 1
nand3              3
clkbuf             3
dfxtp             11
nand3b             1
edfxtp            11
buf                1
nor2               7
inv                3
xnor2              2
o21ai              4
nor4               1
nand4              2
nand2              2
or3                5
clkinv             1
o31ai              2
a21oi              5
xor2               1
or4                1
## flip-flops by register name (all words and copies together), names as in the netlist
register and count:
wr_addr 10, wr_en 1, wr_data 1, counter 10
## report_power, final
group	leakage [nW]	internal [W]	switching, W
clock	0.0231	0.000137	0.000130
sequential	0.202	0.000489	0.00000898
combinational	0.113	0.0000254	0.0000141
total	0.338	0.000650	0.000154
## cells by family after synthesis
| family | count (synthesis) | synth area share [%] |
|---|---|---|
| compound gates | 11 | 9.25 |
| simple gates | 22 | 15.5 |
| buf+inv | 3 | 1.41 |
| xor+xnor | 3 | 3.29 |
| flops | 22 | 69.0 |
| fa+ha+maj | 1 | 1.57 |
## routing by layer
metal	vias up	global-route usage, %	part of all wire [%]
met3	4	0.943	8.9
met4	0	1.18	2.5
li1	266	-	-
met1	250	5.50	48
met5	-	0	0
met2	19	5.33	41
Power figures rest on the tool's default switching activity, not on a simulated workload.
