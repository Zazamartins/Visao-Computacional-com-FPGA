==> ./design.v <==
module color_tracker (
    input  wire clk,                             
    input wire rst_n,                            
    input  wire vsync,                           
    input wire href,                             
    input wire valid_pixel,                      
    input  wire [15:0] pixel_data,               
    input  wire [4:0]  target_r_min,             
    input wire [4:0] target_r_max,               
    input  wire [5:0]  target_g_min,             
    input wire [5:0] target_g_max,               
    input  wire [4:0]  target_b_min,             
    input wire [4:0] target_b_max,               
    output reg [9:0]   obj_x,       
    output reg [9:0]   obj_y,
    output reg [9:0]   obj_half_w,               
    output reg [9:0]   obj_half_h,               
    output reg         obj_detected,             
    output reg led_debug_r,                      
    output reg led_debug_g,                      
    output reg led_debug_b                       
);
    reg [9:0] curr_x, curr_y;
    reg last_href;
    wire end_of_line = (last_href && !href);     
    always @(posedge clk) last_href <= href;
    always @(posedge clk) 
        begin
            if (!vsync) 
                begin 
                    curr_x <= 0; 
                    curr_y <= 0; 
                end 
            else 
                begin
                    if (href && valid_pixel) 
                        curr_x <= curr_x + 1; 
                    else if (!href) 
                        curr_x <= 0;
                    if (end_of_line) 
                        curr_y <= curr_y + 1;
                end
        end
    wire [4:0] r = pixel_data[15:11];                
    wire [5:0] g = pixel_data[10:5];                 
    wire [4:0] b = pixel_data[4:0];                  
    wire is_color = (r >= target_r_min && r <= target_r_max) && (g >= target_g_min && g <= target_g_max) && (b >= target_b_min && b <= target_b_max);
    reg [9:0] x_min, x_max, y_min, y_max;
    reg [19:0] count;
    reg [3:0] streak_count;
    reg vsync_d;     
    always @(posedge clk) vsync_d <= vsync;
    wire end_of_frame = (vsync_d && !vsync); 
    always @(posedge clk) 
        begin
            if (!rst_n) 
                begin
                    obj_x <= 160; 
                    obj_y <= 120; 
                    obj_half_w <= 20; 
                    obj_half_h <= 20;
                    obj_detected <= 0; 
                    count <= 0; 
                    streak_count <= 0;
                    x_min <= 319; 
                    x_max <= 0; 
                    y_min <= 239; 
                    y_max <= 0;
                    led_debug_r <= 0; 
                    led_debug_g <= 0; 
                    led_debug_b <= 0;
                end 
            else 
                begin
                    if (end_of_frame) 
                    begin
                        if (count > 100) 
                            begin
                                obj_x <= (x_min + x_max) >> 1; 
                                obj_y <= (y_min + y_max) >> 1;
                                obj_half_w <= ((x_max - x_min) >> 1) + 4;
                                obj_half_h <= ((y_max - y_min) >> 1) + 4;
                                obj_detected <= 1; 
                            end 
                        else 
                            begin
                                obj_detected <= 0; 
                            end
                        count <= 0; 
                        x_min <= 319; 
                        x_max <= 0; 
                        y_min <= 239; 
                        y_max <= 0;
                    end
                    else if (vsync && href && valid_pixel) 
                        begin
                            if (is_color) 
                                begin
                                    if (streak_count < 15) streak_count <= streak_count + 1;
                                    if (streak_count >= 4) 
                                        begin
                                            count <= count + 1;                      
                                            if (curr_x < x_min) x_min <= curr_x;    
                                            if (curr_x > x_max) x_max <= curr_x;
                                            if (curr_y < y_min) y_min <= curr_y;
                                            if (curr_y > y_max) y_max <= curr_y;
                                            led_debug_r <= 1; 
                                        end
                                end 
                            else 
                                begin
                                    streak_count <= 0; 
                                    led_debug_r <= 0;
                                end
                        end 
                    else if (!href) streak_count <= 0;
                    led_debug_g <= (count > 100);    
                    led_debug_b <= obj_detected;     
                end
        end
endmodule
==> ./run.sh <==
#!/bin/bash
# OpenROAD 26Q1-2900-gdf79404cd8, Yosys 0.63+post, stock flow scripts
make -C /OpenROAD-flow-scripts/flow DESIGN_CONFIG=/design/flow/config.mk WORK_HOME=/design/flow/orfs finish
==> ./config.mk <==
export PLATFORM = sky130hd
export DESIGN_NAME = color_tracker
export DESIGN_NICKNAME = color_tracker
export VERILOG_FILES = /design/flow/design.v
export SDC_FILE = /design/flow/constraint.sdc
export NUM_CORES = 4
export LEC_CHECK = 1
export CORE_UTILIZATION = 50
==> ./constraint.sdc <==
current_design color_tracker

set clk_period 5.6
set clk_io_pct 0.2

create_clock -name clk0 -period $clk_period [get_ports {clk}]

set non_clock_inputs [all_inputs -no_clocks]
set_input_delay [expr $clk_period * $clk_io_pct] -clock clk0 $non_clock_inputs
set_output_delay [expr $clk_period * $clk_io_pct] -clock clk0 [all_outputs]
==> results.sh <==
# flow metrics
export IMPL_cp_num_buf_inv=2
export IMPL_cts_sinks=128
export IMPL_syn_cell_area_um2=8880
export IMPL_worstPathArrival_ns=4.09
export IMPL_syn2layout_area_growth_pct=19.7
export IMPL_min_period_over_period=0.679
export IMPL_drt_total_wl_um=20300
export IMPL_ff_type="dfxtp_1"
export IMPL_grt_pass1_vias=6567
export IMPL_dpl_worst_slack_ns=1.32
export IMPL_setup_viol=0
export IMPL_path_cells="clkdlybuf4s50_1 -> inv_1 -> ha_1 -> a21o_1 -> a21oi_1 -> nor2b_1 -> o32ai_2 -> and4_1 -> nand3_1 -> mux2i_1"
export IMPL_edf_count=0
export IMPL_worstMarginPinSlew_ns=0.874
export IMPL_max_stage_delay_ns=0.63
export IMPL_worstPathMaxFanout=17
export IMPL_warning_count=43
export IMPL_antenna_found_initial=0
export IMPL_die_y_um=135
export IMPL_slew_viol_final=0
export IMPL_rsz0062_at_grt="false"
export IMPL_htreeDepth=4
export IMPL_slew_headroom=0.410
export IMPL_cts_root_buffer="clkbuf_16"
export IMPL_grt_first_pass_wirelength_um=33500
export IMPL_crit_type="input port to flop"
export IMPL_ys_types=68
export IMPL_r2r_cells=10
export IMPL_min_from="obj_half_h[5]"
export IMPL_power_density_nw_per_um2=210
export IMPL_hpwl_um=15600
export IMPL_p_leak_nw=4.64
export IMPL_setup_ws_ns=1.80
export IMPL_ys_warn_count=1
export IMPL_drv_cap=0
export IMPL_initial_utilization=0.514
export IMPL_io_pin_count=97
export IMPL_overflow=0
export IMPL_port_buffers=94
export IMPL_r2r_start="x_min[0]"
export IMPL_post_route_min_period_ns=3.80
export IMPL_viasPerCell=5.39
export IMPL_clock_latency_ns=0.42
export IMPL_via_count=7464
export IMPL_top_area_cell="dfxtp_1"
export IMPL_numCtsBuffers=17
export IMPL_yosysTopAreaCellShare=0.288
export IMPL_place_gp_congestion=0.897
export IMPL_first_pass_iters=5
export IMPL_max_freq_mhz=263
export IMPL_slowest_stage="and4_1"
export IMPL_status="complete, no violations"
export IMPL_peakVddDrop_v=0.000248
export IMPL_rows=48
export IMPL_ys_cells=1072
export IMPL_ys_ff=128
export IMPL_hp_class="flop to flop"
export IMPL_hold_slack_ns=0.450
export IMPL_ant_nets=0
export IMPL_tns_ns=0
export IMPL_fin_skew_ns=0.0120
export IMPL_worstSetupStartpoint="target_g_max[3]"
export IMPL_synthArstFlopShare=0
export IMPL_ys_area_um2=8880
export IMPL_cts_clk_slew_worst_paths_ns=0.06
export IMPL_grt_max_degree=51
export IMPL_placed_area_um2=10000
export IMPL_design_area_um2=10600
export IMPL_final_layout_size_suffix_gt1_frac=0.0509
export IMPL_postCtsSetupRepairBufs=0
export IMPL_cts_resized=0
export IMPL_synthTopCellsByArea="dfxtp_1 29%, ha_1 16%, mux2i_1 6.1%, nand2_1 4.8%, inv_1 3.8%"
export IMPL_drcViolationCount=0
export IMPL_critPathLaunchType="input port"
export IMPL_lay_top_cells="128 x dfxtp_1, 114 x nand2_1, 111 x ha_1"
export IMPL_syn_mean_instance_area_um2=8.29
export IMPL_worstHoldPathCells=2
export IMPL_fin_cells=1384
export IMPL_syn_instance_count=1072
export IMPL_dr_first_iter_drc_count=351
export IMPL_hold_viol_final=0
export IMPL_crit_required_ns=5.89
export IMPL_chipArea_um2=18300
export IMPL_synth_seq_share=0.288
export IMPL_cts_buffer_depth=2
export IMPL_lay_top_count="dfxtp_1"
export IMPL_path_delay_family="simple AND/OR/NAND/NOR gates"
export IMPL_core_area_um2=17300
export IMPL_worst_path_stages=10
export IMPL_insertedDiodeCount=0
export IMPL_endpoint_kind="flop"
export IMPL_drt_wirelength_per_cell_um=14.7
export IMPL_hold_buffers=0
export IMPL_placedCellCount=1352
export IMPL_cts_tree="built"
export IMPL_grt_usage=0.235
export IMPL_die_x_um=135
-- cells in the mapped netlist, drive strengths merged, types with 8 or more instances --
cell / instances
nand4: 18
nand2b: 14
inv: 89
a21oi: 55
xor2: 14
dfxtp: 128
a21o: 17
or3: 21
nor3: 20
nand2: 115
nand3: 25
mux2i: 54
ha: 111
o21ai: 30
nor4: 8
a31oi: 9
o211ai: 13
a211oi: 21
nor2: 83
nor2b: 12
and3: 20
xnor2: 35
clkbuf: 34
and2: 15
buf: 17
-- cell type report --
cell class	count	area (um^2)
Tap cell	225	282
Clock buffer	19	443
Sequential cell	128	2560
Multi-Input combinational cell	805	5800
Clock inverter	13	186
Timing Repair Buffer	105	1020
Fill cell	1541	6660
Inverter	89	334
-- stage by stage --
stage	util	power, W
3_5_place_dp	0.578	0.00108
5_1_grt	0.615	0.00232
4_1_cts	0.615	0.00226
2_1_floorplan	-	0.00102
6_report	0.615	0.00224
3_3_place_gp	0.578	0.00108
-- cells by family (layout without fill, tap and decap cells) --
group                      after synthesis  count (layout)  synth area share
AOI/OAI and AO/OA                      212             212             0.167
muxes                                   54              54            0.0608
xor gates and xnor gates                49              49            0.0483
other                                    1               2          0.000422
DFF                                    128             128             0.288
and+or+nand+nor                        373             373             0.207
buffers and inverters                  140             226            0.0624
adders and majority gates              115             115             0.165
-- path summary, 6_finish.rpt --
kind / to / slack, ns
max: x_max[3] / 1.80
min: obj_half_h[5] / 0.45
max reg2reg: obj_half_w[7] / 2.45
min reg2reg: obj_half_h[5] / 0.45
-- layer usage --
layer	track usage	vias to the layer above	part of all wire
li1	-	3943	-
met1	0.391	3342	0.53
met2	0.326	166	0.41
met3	0.0458	13	0.051
met4	0.0225	0	0.0096
met5	0	-	0
-- worst min-delay path, cell delays in order, from the launching register on --
cell	delay, ns
dfxtp_1	0.30
nand2_1	0.05
a21oi_1	0.05
-- where the power goes --
part / internal, W / leakage, nW / switching (W)
sequential: 0.000913 / 1.03 / 0.00000297
clock: 0.000757 / 0.296 / 0.000419
combinational: 0.0000718 / 3.32 / 0.0000738
-- state kept, by name, summed over array words and instances (netlist names), 4 cells and up --
register and count:
curr_y 10, streak_count 4, y_max 10, obj_half_w 10, obj_y 9, y_min 10
obj_x 9, x_max 10, curr_x 10, obj_half_h 10, count 20, x_min 10
Power figures rest on the tool's default switching activity, not on a simulated workload.
